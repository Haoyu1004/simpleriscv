==> flow/design.v <==
module immgen( 
        input	[11:0]			iimm,  
        input	[11:0]			simm,  
        input	[11:0]			bimm,  
        input	[19:0]			uimm,
        input	[19:0]			jimm,
        input   [4:0]           shamt,
        input	[4:0]			EXTOp,
        output	reg [31:0] 	    immout
	);
    always  @(*) begin
        case (EXTOp)
            5'b10000:	immout <= {{{32-12}{iimm[11]}}, iimm[11:0]};	
            5'b01000:	immout <= {{{32-12}{simm[11]}}, simm[11:0]};
            5'b00100:    immout <= {{{32-13}{bimm[11]}}, bimm[11:0], 1'b0};
            5'b00010:	immout <= {uimm[19:0], 12'b0};
            5'b00001:	immout <= {11'b0, jimm[19:0], 1'b0};
            5'b10001:    immout <= {27'b0, shamt};
            default:	        immout <= 32'b0;
        endcase
    end
endmodule
==> flow/run.sh <==
#!/bin/bash
# OpenROAD 26Q1-2900-gdf79404cd8, Yosys 0.63+post, stock flow scripts
make -C /OpenROAD-flow-scripts/flow DESIGN_CONFIG=/design/flow/config.mk WORK_HOME=/design/flow/orfs finish
==> flow/config.mk <==
export PLATFORM = sky130hd
export DESIGN_NAME = immgen
export DESIGN_NICKNAME = immgen
export VERILOG_FILES = /design/flow/design.v
export SDC_FILE = /design/flow/constraint.sdc
export NUM_CORES = 4
export LEC_CHECK = 1
export CORE_AREA = 10 10 80 80
export DIE_AREA = 0 0 90 90
==> flow/constraint.sdc <==
current_design immgen

set clk_period 5.2
set clk_io_pct 0.2

create_clock -name clk0 -period $clk_period

set non_clock_inputs [all_inputs -no_clocks]
set_input_delay [expr $clk_period * $clk_io_pct] -clock clk0 $non_clock_inputs
set_output_delay [expr $clk_period * $clk_io_pct] -clock clk0 [all_outputs]
==> impl_metrics.sql <==
-- physical implementation figures
INSERT INTO impl_metrics (metric_group, metric, value, unit) VALUES
('final_layout', 'flop_area', '0', 'µm²'),
('placed_design', 'port_buffers', '118', ''),
('placed_design', 'total_instance_count_after_detailed_placement', '263', ''),
('clock_network', 'cts_setup_buffers', '0', ''),
('worst_hold_path', 'min_to', 'immout[0]', ''),
('synth', 'top_cells_by_area', 'sky130_fd_sc_hd__a22oi_1, sky130_fd_sc_hd__a221o_1, sky130_fd_sc_hd__a21o_1', ''),
('synth', 'yosys.stat.chipArea', '598', 'µm²'),
('synth', 'yosysMostFrequentCell', 'sky130_fd_sc_hd__a22oi_1', ''),
('detailed_routing', 'drt_wl_total', '4.26', 'mm'),
('pwr', 'power_density', '57.4', 'nW/µm²'),
('pwr', 'power.clock.fraction', '0', '%'),
('synth', 'yosysCellCount', '82', ''),
('setup_path', 'setup.worst_path.end_class', 'output port', ''),
('setup_path', 'cp-start-kind', 'input pin', ''),
('grt', 'grt_max_degree', '21', ''),
('pwr', 'pwr-share-seq', '0', '%'),
('final_timing', 'setup_violations', '0', ''),
('synth', 'synth_seq_share', '0', '%'),
('setup_path', 'crit_required', '4.16', 'ns'),
('final_timing', 'min_period', '4.48', 'ns'),
('final_layout', 'syn_to_final_growth', '209', '%'),
('final_layout', 'share_of_layout_cells_above_drive_strength_1', '7.14', '%'),
('synth', 'yosys_warning_tally', '1', ''),
('final_layout', 'seq_cells', '0', ''),
('placed_design', 'dp.final_hpwl', '3.71', 'mm'),
('final_timing', 'timing.slew.headroom', '56.1', '%'),
('detailed_routing', 'post_drt_wl_per_cell', '16.2', 'µm'),
('die', 'chip_area', '8100', 'µm²'),
('synth', 'post-synth-top-area-fraction', '26.4', '%'),
('final_timing', 'final.period_utilization', '86.1', '%'),
('synth', 'synth_xor_xnor_area_share', '0', '%'),
('synth', 'synth_cell_types', '20', ''),
('die', 'floorplan.io_pins', '118', ''),
('die', 'floorplan.die.width', '90', 'µm'),
('pwr', 'p_comb_share', '100.0', '%'),
('final_timing', 'timing.setup.tns', '0', 'ns'),
('synth', 'post_synth_inst_count', '82', ''),
('synth', 'average_footprint_of_a_synthesized_cell', '7.29', 'µm²'),
('final_layout', 'clock_buffer_count', '0', ''),
('clock_network', 'ctsResizeCount', '0', ''),
('detailed_routing', 'detail_route.drc_violations', '0', ''),
('die', 'dieHeight', '90', 'µm'),
('synth', 'synthesis.area', '598', 'µm²'),
('detailed_routing', 'via_per_inst', '4.35', ''),
('detailed_routing', 'detail_route.antenna_diodes', '0', ''),
('synth', 'synthMuxAreaShare', '7.53', '%'),
('status', 'result_of_the_run', 'finished, final reports clean', ''),
('synth', 'aoi_share', '59.4', '%'),
('pwr', 'irDropWorstVdd', '23.1', 'µV'),
('synth', 'yosys.area.top_type', 'sky130_fd_sc_hd__a22oi_1', ''),
('run', 'max_cap_violations', '0', ''),
('detailed_routing', 'first_pass_drt_iterations', '4', ''),
('setup_path', 'critical_path_class', 'in -> out', ''),
('setup_path', 'arrival_worst_endpoint', '3.44', 'ns'),
('grt', 'initial_antenna_violation_count', '0', ''),
('die', 'core_region_area', '4720', 'µm²'),
('final_layout', 'finished_cell_area', '1850', 'µm²'),
('detailed_routing', 'vias', '1145', ''),
('setup_path', 'critical_path_peak_fanout', '11', ''),
('die', 'placement_rows', '25', ''),
('worst_hold_path', 'holdPathStages', '4', ''),
('synth', 'biggest_combinational_cell_group_after_synthesis', 'AND-OR/OR-AND gates', ''),
('pwr', 'power.switching', '22.6', 'µW'),
('final_layout', 'fin_cells', '263', ''),
('placed_design', 'gpl.final_weighted_congestion', '0.743', ''),
('die', 'fp_util', '12.7', '%'),
('clock_network', 'cts_hold_repair.buffers', '0', ''),
('pwr', 'net_switching_share_of_the_total_power', '21.3', '%'),
('grt', 'grt_pass1_vias', '1226', ''),
('grt', 'first_pass_grt_wire_length', '6.43', 'mm'),
('final_timing', 'timing.final.hold_violations', '0', '');
[kinds of logic (layout without fill, tap and decap cells)]
logic type | after synthesis | count (layout)
buffers and inverters | 10 | 124
AOI/OAI and AO/OA | 44 | 44
muxes | 4 | 4
and+or+nand+nor | 24 | 24
[power by group through the flow]
stage,clock (mW),combinational [mW],sequential (mW)
4_1_cts,0,0.108,0
5_1_grt,0,0.114,0
6_report,0,0.106,0
[worst max-delay path: stages]
cell	delay [ns]
sky130_fd_sc_hd__clkdlybuf4s50_1	0.49
sky130_fd_sc_hd__or3_1	0.43
sky130_fd_sc_hd__nor3b_2	0.59
sky130_fd_sc_hd__buf_4	0.29
sky130_fd_sc_hd__a221o_1	0.15
sky130_fd_sc_hd__clkdlybuf4s50_1	0.46
[cell type report]
class                      instances  area (µm²)
fill                             495        2870
timing repair buffer             124        1230
tap                               67        83.8
multi-input combinational         72         539
[per-layer routing]
| layer | wire length [µm] | GRT usage [%] | vias up |
|---|---|---|---|
| li1 | - | - | 566 |
| met1 | 1800 | 11.5 | 498 |
| met2 | 1870 | 15.6 | 81 |
| met3 | 599 | 5.20 | 0 |
| met4 | 0 | 0 | 0 |
| met5 | 0 | 0 | - |
[worst max path at each step]
stage | endpoint | slack, ns | startpoint
finish | immout[14] | 0.72 | EXTOp[3]
global route | immout[12] | 0.55 | EXTOp[2]
CTS | immout[14] | 0.69 | EXTOp[3]
[metrics by stage]
stage | worst slack [ns] | util (%) | power (mW) | hold WS [ns]
after floorplan | 2.01 | - | 0.0180 | 2.14
after global placement | 0.705 | 39.2 | 0.107 | 3.00
after detailed placement | 0.701 | 39.2 | 0.107 | 3.00
after CTS | 0.693 | 39.2 | 0.108 | 3.00
after global routing | 0.549 | 39.2 | 0.114 | 3.02
final | 0.724 | 39.2 | 0.106 | 3.00
[placed cells by master, fill, tap and decap left out]
| cell type | Yosys | layout |
|---|---|---|
| sky130_fd_sc_hd__nand3b_1 | 1 | 1 |
| sky130_fd_sc_hd__and2_1 | 1 | 1 |
| sky130_fd_sc_hd__a32oi_1 | 1 | 1 |
| sky130_fd_sc_hd__a221o_2 | 1 | 1 |
| sky130_fd_sc_hd__a22oi_1 | 21 | 21 |
| sky130_fd_sc_hd__nand2_1 | 13 | 13 |
| sky130_fd_sc_hd__clkdlybuf4s50_1 | 0 | 118 |
| sky130_fd_sc_hd__a21oi_1 | 1 | 1 |
| sky130_fd_sc_hd__nor4_1 | 1 | 1 |
| sky130_fd_sc_hd__or3_1 | 2 | 2 |
| sky130_fd_sc_hd__a21o_1 | 11 | 11 |
| sky130_fd_sc_hd__mux2_2 | 4 | 4 |
| sky130_fd_sc_hd__nor4b_1 | 1 | 1 |
| sky130_fd_sc_hd__a221o_1 | 9 | 9 |
| sky130_fd_sc_hd__nor3b_2 | 2 | 3 |
| sky130_fd_sc_hd__nor2_1 | 1 | 1 |
| sky130_fd_sc_hd__nor3b_1 | 2 | 1 |
| sky130_fd_sc_hd__buf_4 | 1 | 6 |
No activity file was given, so power comes from the tool's default toggle rates.
